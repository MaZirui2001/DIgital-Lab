$ cat config.mk
export PLATFORM = sky130hd
export DESIGN_NAME = WriteColor
export DESIGN_NICKNAME = WriteColor
export VERILOG_FILES = /design/flow/design.v
export SDC_FILE = /design/flow/constraint.sdc
export NUM_CORES = 4
export LEC_CHECK = 1
export CORE_UTILIZATION = 30
$ cat constraint.sdc
current_design WriteColor

set clk_period 3.6
set clk_io_pct 0.2

create_clock -name clk0 -period $clk_period [get_ports {clk}]

set non_clock_inputs [all_inputs -no_clocks]
set_input_delay [expr $clk_period * $clk_io_pct] -clock clk0 $non_clock_inputs
set_output_delay [expr $clk_period * $clk_io_pct] -clock clk0 [all_outputs]
$ cat design.v
`timescale 1ns / 1ps
module DBPS(
    input clk, 
    input x, 
    output y
    );
    reg [27:0] cnt1;
    reg a;
    initial begin
        cnt1 = 0;
        a = 0;
    end
    always @(posedge clk)begin
        if(x == 1) begin 
            if(cnt1 == 10000000) a <= 1;
            else cnt1 <= cnt1 + 1; 
        end
        else begin
            cnt1 <= 0;
            a <= 0;
        end
    end
    reg s1, s2, s3;
    initial begin 
        s1 = 0; 
        s2 = 0; 
        s3 = 0; 
    end
    always@(posedge clk)begin
        s1 <= a;
        s2 <= s1;
        s3 <= s2;
    end
    assign y = s2 & (~s3);
endmodule
`timescale 1ns / 1ps
module WriteColor(
    input clk, en,
    input [11:0] body_color,
    input [11:0] head_color,
    input choose_DBn,
    input rechoose_DBn,
    input nxtcolor_DBn,
    output reg [2:0] addr,
    output reg [11:0] body_A,
    output reg [11:0] head_A,
    output reg [11:0] body_B,
    output reg [11:0] head_B,
    output reg continue
    );
    DBPS choose_(clk, choose_DBn, choose);
    DBPS rechoose_(clk, rechoose_DBn, rechoose);
    DBPS nxtcolor_(clk, nxtcolor_DBn, nxtcolor);
    parameter IDLE = 3'b000;
    parameter COLORA = 3'b001;
    parameter COLORB = 3'b010;
    parameter READY = 3'b011;
    parameter CHO_OVER = 3'b100;
    reg[2:0] crt, nxt;
    initial begin
        crt = 0;
        nxt = 0;
        continue = 0;
        addr = 0;
    end
    always @(posedge clk)begin
        crt <= nxt;
    end
    reg s1, s2, s3;
    wire en_PS;
    initial begin 
        s1 = 0; 
        s2 = 0; 
        s3 = 0; 
    end
    always@(posedge clk)begin
        s1 <= en;
        s2 <= s1;
        s3 <= s2;
    end
    assign en_PS = s2 & (~s3);
    always @(*)begin
        case(crt)
        IDLE: begin
            if(en_PS) nxt = COLORA;
            else nxt = IDLE;
        end
        COLORA: begin
            if(choose) nxt = COLORB;
            else nxt = COLORA;
        end
        COLORB: begin
            if(choose) nxt = READY;
            else if(rechoose) nxt = COLORA;
            else nxt = COLORB;
        end
        READY: begin
            if(choose) nxt = CHO_OVER;
            else if(rechoose) nxt = COLORB;
            else nxt = READY;
        end
        default nxt = IDLE;
        endcase
    end
    reg [2:0] colora;
    always @(posedge clk) begin
        case(crt)
        IDLE: begin
            continue <= 0;
            addr <= 0;
        end
        COLORA: begin
            if(nxtcolor) addr <= addr + 1;
            colora <= addr;
            body_A <= body_color;
            head_A <= head_color;
            body_B <= 0;
            head_B <= 0;
        end
        COLORB:begin
            if(addr == colora || nxtcolor) addr <= addr + 1;
            body_B <= body_color;
            head_B <= head_color;
        end
        CHO_OVER: begin
            continue <= 1;
        end
        endcase
    end
endmodule
$ cat run.sh
#!/bin/bash
# OpenROAD 26Q1-2900-gdf79404cd8, Yosys 0.63+post, stock flow scripts
make -C /OpenROAD-flow-scripts/flow DESIGN_CONFIG=/design/flow/config.mk WORK_HOME=/design/flow/orfs finish
==> impl_metrics.env <==
# source this file to load flow results
export IMPL_relSlewSlack_pct=43.1
export IMPL_dpl_worst_slack_ns=1.47
export IMPL_wirelength_um=11900
export IMPL_tightest_slew_ns=0.851
export IMPL_fin_area_mm2=0.00833
export IMPL_grt_max_degree=31
export IMPL_die_x_um=150
export IMPL_maxSlewViolCount=0
export IMPL_place_congestion=0.785
export IMPL_maxCapViolations=0
export IMPL_overflow=0
export IMPL_cp_buffers_inverters=0
export IMPL_ys_cells=591
export IMPL_synth_warnings=5
export IMPL_synthesis_area_mm2=0.00657
export IMPL_avgSynthCellArea_um2=11.1
export IMPL_drive_above_1_share_pct=7.67
export IMPL_worst_slack_ns=1.43
export IMPL_finalCritPeriodShare_pct=60.3
export IMPL_antenna_left=0
export IMPL_peakVddDrop_mv=0.358
export IMPL_hold_class="reg2reg"
export IMPL_grt_pass1_vias=4105
export IMPL_critPathRequiredTime_ns=3.90
export IMPL_cts_resized=0
export IMPL_fp_util_pct=30.9
export IMPL_drt_pass1_iterations=4
export IMPL_placed_cell_area_mm2=0.00769
export IMPL_post_cts_buffers=0
export IMPL_avgViaCountPerCell=4.52
export IMPL_ys_flops=157
export IMPL_clk_pin_slew_ns=0.07
export IMPL_cts_tree="done"
export IMPL_setup_viol=0
export IMPL_status="completed"
export IMPL_p_per_area_mw_per_mm2=457
export IMPL_syn_instance_count=591
export IMPL_leakagePower_nw=2.93
export IMPL_num_rows=53
export IMPL_rsz0062_at_grt="no"
export IMPL_core_mm2=0.0212
export IMPL_post_drt_wl_per_cell_um=12.3
export IMPL_fin_crit_ns=2.17
export IMPL_drc=0
export IMPL_synthToLayoutAreaGrowth_pct=26.8
export IMPL_end_kind="flop"
export IMPL_cts_hold_buffers_added=0
export IMPL_yosys_stat_area_mm2=0.00657
export IMPL_groute_usage_overall_pct=11.4
export IMPL_cts_made_buffers=17
export IMPL_async_flop_share_pct=0
export IMPL_top_area_cell="dfxtp_1"
export IMPL_holdWs_ns=0.326
export IMPL_worstPathCellList="ha_1 -> nand4_1 -> nor4_2 -> nand3_1 -> xnor2_1 -> and2_1"
export IMPL_arrival_ns=2.47
export IMPL_warnings=28
export IMPL_cts_max_path_buffers=2
export IMPL_path_class="reg2reg"
export IMPL_cp_max_fo=6
export IMPL_cts_sinks=157
export IMPL_utilization_pct=39.2
export IMPL_crit_path_start_kind="flop"
export IMPL_ctsHtreeMaxLevel=4
export IMPL_cts_root_buf="clkbuf_16"
export IMPL_hpwl_um=7710
export IMPL_tns_ns=0
export IMPL_slowest_stage="nor4_2"
export IMPL_yosysUniqueCellTypes=49
export IMPL_synth_top_area_share_pct=31.1
export IMPL_edf_count=55
export IMPL_die_area_mm2=0.0225
export IMPL_critPathMaxStageDelay_ns=0.70
export IMPL_hold_viol_final=0
export IMPL_vias=4371
export IMPL_antenna_cells=0
export IMPL_fin_worst_skew_ns=0.0108
export IMPL_first_iter_violations=207
export IMPL_fmaxAchievable_mhz=461
export IMPL_fp_dieH_um=150
export IMPL_io_pins=81
export IMPL_numPortBuffers=80
export IMPL_crit_family="simple AND/OR/NAND/NOR gates"
export IMPL_flop_cell="dfxtp_1"
export IMPL_grt_pass1_wl_um=20300
export IMPL_area_leaders="dfxtp_1 31%, edfxtp_1 25%, and2_1 8.1%"
export IMPL_clock_latency_ns=0.41
export IMPL_antenna_found_initial=0
export IMPL_postSynthSeqShare_pct=56.3
## placed cells by master (no fill, tap or decap), types with 7 or more instances in the layout
cell,count
inv_1,16
xor2_1,14
o21a_1,7
dfxtp_1,102
nand2_1,36
nor3_1,9
nand3_1,33
nor2_1,14
nor2b_1,14
or3_1,10
nand4_1,29
and2_1,85
edfxtp_1,55
clkbuf_16,17
nor4b_1,8
ha_1,7
clkdlybuf4s50_1,80
xnor2_1,53
a21boi_0,11
o21ai_0,9
## cells by family after synthesis
kind of cell | after synthesis | share of synthesized area, %
xor gates and xnor gates | 67 | 8.94
AOI/OAI and AO/OA | 41 | 4.36
DFF | 157 | 56.3
and+or+nand+nor | 281 | 26.4
adders and majority gates | 7 | 1.33
muxes | 4 | 0.610
buffers and inverters | 34 | 2.08
## worst reg2reg max path, stage by stage (launching register included)
cell and delay [ns]:
dfxtp_1 0.41, ha_1 0.23, nand4_1 0.21, nor4_2 0.71
nand3_1 0.19, xnor2_1 0.16, and2_1 0.15
## metrics by stage
step	cells	total power, W
finish	966	0.00381
global route	966	0.00396
CTS	966	0.00386
detailed placement	934	0.00201
global placement	934	0.00201
floorplan	591	0.00194
## synthesized netlist by cell type (all sizes together) (2+ instances only)
cell type and count:
nor4 13, nand3 34, xor2 14, dfxtp 102, and3 3, nand2 36
and2 85, nand2b 4, nor2 15, o31ai 4, clkbuf 14, a21oi 2
inv 16, or3 10, buf 4, a2111oi 2, or4 4, mux2i 4
a21boi 12, and4 3, nand4 30, nor2b 14, nor3b 5, xnor2 53
nor4bb 2, nor4b 8, edfxtp 55, nor3 11, o21ai 9, o21a 7
ha 7
## power by group
part	internal (W)	leakage, nW	switching [W]
registers	0.00185	1.43	0.0000155
clock network	0.00101	0.302	0.000829
logic	0.0000694	1.19	0.0000339
## flip-flops by register name, summed over array words and instances, names as in the netlist, 3 cells and up
signal,flops
body_A,12
addr,3
choose_.cnt1,28
rechoose_.cnt1,28
head_B,12
colora,3
crt,3
body_B,12
nxtcolor_.cnt1,28
head_A,12
## routing by layer
layer	vias to the layer above	part of all wire [%]	GRT usage, %
met4	0	0.91	1.26
met2	78	43	16.9
met5	-	0	0
li1	2265	-	-
met3	6	4.8	2.52
met1	2022	52	18.1
## area by class of cell
class                   count  area [um2]
inverters                  16        60.1
clock inverters            15         206
well taps                 275         344
multi-input cells         400        2750
fillers                  2019       12900
clock buffers              17         425
repair buffers             86         846
flip-flops and latches    157        3690
## final timing paths
check	start	end	slack, ns	cells past startpoint
hold / removal	rechoose_.s1	rechoose_.s2	0.33	0
hold reg to reg	rechoose_.s1	rechoose_.s2	0.33	0
setup reg to reg	choose_.cnt1[0]	choose_.cnt1[20]	1.43	6
setup / recovery	choose_.cnt1[0]	choose_.cnt1[20]	1.43	6
No activity file was given, so power comes from the tool's default toggle rates.
