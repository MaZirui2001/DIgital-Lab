==> flow/design.v <==
`timescale 1ns / 1ps
module ColorFile(
    input clk,
    input [2:0] addr,
    output reg[11:0] body_color,
    output reg[11:0] head_color
    );
    reg [23:0] colorfile [7:0];    
    initial begin
        colorfile[0] = 24'h00F448; 
        colorfile[1] = 24'h0FF06F; 
        colorfile[2] = 24'hFF0F80; 
        colorfile[3] = 24'h4F0080; 
        colorfile[4] = 24'hC8FF0F; 
        colorfile[5] = 24'h088048; 
        colorfile[6] = 24'h808408; 
        colorfile[7] = 24'h88F008; 
    end
    always @(*)begin
        body_color = colorfile[addr][23:12];
        head_color = colorfile[addr][11:0];
    end
endmodule
==> flow/run.sh <==
#!/bin/bash
# OpenROAD 26Q1-2900-gdf79404cd8, Yosys 0.63+post, stock flow scripts
make -C /OpenROAD-flow-scripts/flow DESIGN_CONFIG=/design/flow/config.mk WORK_HOME=/design/flow/orfs finish
==> flow/config.mk <==
export PLATFORM = sky130hd
export DESIGN_NAME = ColorFile
export DESIGN_NICKNAME = ColorFile
export VERILOG_FILES = /design/flow/design.v
export SDC_FILE = /design/flow/constraint.sdc
export NUM_CORES = 4
export LEC_CHECK = 1
export CORE_AREA = 10 10 70 70
export DIE_AREA = 0 0 80 80
==> flow/constraint.sdc <==
current_design ColorFile

set clk_period 1.5
set clk_io_pct 0.2

create_clock -name clk0 -period $clk_period

set non_clock_inputs [all_inputs -no_clocks]
set_input_delay [expr $clk_period * $clk_io_pct] -clock clk0 $non_clock_inputs
set_output_delay [expr $clk_period * $clk_io_pct] -clock clk0 [all_outputs]
==> flow_summary.toml <==
# generated from flow reports
[floorplanning]
rows = 21
core_um2 = 3420
die-height_um = 80
fp_util_pct = 8.79
die_width_um = 80
num_io_pins = 28
die_area_um2 = 6400

[synthesis]
synth_area_per_cell_um2 = 7.90
simple_gate_share_pct = 20.0
yosys_area_um2 = 300
yosysTopAreaCell = "buf_4"
top_area_share_pct = 27.5
synthAoiAreaFrac_pct = 13.3
muxShareOfSynthArea_pct = 3.33
yosysWarningCount = 1
syn_inst = 38
topCombFamilyByArea = "buffers and inverters"
synthAdderAreaFrac_pct = 25.0
synth_seq_share_pct = 0
yosysCellCount = 38
xor_share_pct = 0
synth.distinct_cells = 16
topCellsByArea = "buf_4 27%, ha_1 25%, a21oi_2 12%"
syn_area_um2 = 300

[power]
finalPower_mw = 0.169
p_leak_nw = 0.370
p_per_area_nw_per_um2 = 237
peakVddDrop_v = 0.0000759

[grt]
grt_usage_pct = 3.19
grt_overflow = 0
grt_max_degree = 7
grt_pass1_vias = 291
antenna_found_initial = 0
grt_first_pass_wirelength_mm = 1.68

[finish]
syn2layout_area_growth_pct = 138
clkbuf_count = 0
seq_area_um2 = 0
seq_cells = 0
layout_top_cell = "dlygate4sd2_1"
fillers = 381
layout_top_cells = "17 x dlygate4sd2_1, 8 x buf_4, 6 x buf_6"
drive_gt1_share_pct = 51.6
fin_area_um2 = 713
fin_cells = 110
comb_area_um2 = 264

[placed_design]
portBuffers = 26
place_area_um2 = 599
dp_hpwl_um = 953
dp_cells = 108
gp_congestion = 0.714

[setup_path]
worst-path-stages = 5
endpoint_kind = "output pin"
cp_cell_sequence = "buf_6 -> nand2b_4 -> inv_4 -> buf_4 -> clkdlybuf4s50_1"
crit_buf_inv = 4
crit_required_ns = 1.20
critPathMaxStageDelay_ns = 0.45
worst_setup_path_start_kind = "primary input"
crit_path_top_delay_cell = "clkdlybuf4s50_1"
path_class = "in2out"
crit_family = "buffers and inverters"
crit_fanout = 6
arrival_ns = 1.17

[worst_hold_path]
worstHoldPathType = "in2out"
hold_path_depth = 4

[outcome]
status = "completed"

[run]
maxCapViolCount = 0
warnings = 39

[timing]
fmax_ghz = 0.680
tns_ns = 0
setup_viol = 0
finalClockPeriodUsage_pct = 98.0
hold_viol = 0
finalCriticalPeriod_ns = 1.47
maxSlewViolCount = 0
hold_ws_ns = 0.934

[drt]
drtAntennaViolNets = 0
vias_per_cell = 2.78
drc_errors = 0
wirelength_mm = 1.12
vias = 306
wl_per_cell_um = 10.2
antenna_cells = 0
drt-pass1-iter-count = 1
drtIter0Drc = 0

[clocking]
ctsHoldBuffers = 0
## kinds of logic after synthesis
group | after synthesis
buf+inv | 16
simple gates | 9
fa+ha+maj | 6
compound gates | 5
mux | 1
other cells | 1
## power breakdown
group | internal [mW] | switching, mW
combinational | 0.106 | 0.0628
sequential | 0 | 0
clock | 0 | 0
total | 0.106 | 0.0628
## layer usage
metal / routed length [um] / vias up / track usage, %
li1: - / 158 / -
met1: 424 / 142 / 3.63
met4: 0 / 0 / 0
met5: 0 / - / 0
met3: 22 / 0 / 0.227
met2: 674 / 6 / 6.50
## path summary, 6_finish.rpt
path | start | slack, ns | endpoint
max | addr[2] | 0.03 | head_color[7]
min | addr[2] | 0.93 | body_color[10]
## area by class of cell
| cell class | instances | area share [%] |
|---|---|---|
| Timing Repair Buffer | 38 | 50.4 |
| Multi-Input combinational cell | 22 | 37.0 |
| Tap cell | 46 | 8.07 |
| Inverter | 4 | 4.56 |
## timing repair
action,CTS,global route
pin swaps,4,3
buffers inserted,1,1
gates resized,59,8
setup endpoints to repair,23,10
## synthesized netlist by cell type
library cell,instances
buf_4,11
o21ai_0,1
nand2_1,2
nand2b_4,1
nand2b_1,1
mux2i_1,1
ha_1,6
nor2_2,1
nor2b_2,1
nor3_2,1
buf_6,1
a21oi_2,4
inv_4,1
inv_1,3
nor2_1,2
conb_1,1
## through the flow
step / utilization, % / worst slack, ns
after global routing: 20.9 / -0.0111
after floorplan: - / 0.197
final: 20.9 / 0.0298
after CTS: 19.9 / -0.0334
after detailed placement: 17.5 / -0.781
after global placement: 17.5 / -0.742
Power figures rest on the tool's default switching activity, not on a simulated workload.
